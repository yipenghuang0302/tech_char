<file path="flow/config.mk">
export PLATFORM = sky130hd
export DESIGN_NAME = cam_word
export DESIGN_NICKNAME = cam_word
export VERILOG_FILES = /design/flow/design.v
export SDC_FILE = /design/flow/constraint.sdc
export NUM_CORES = 4
export LEC_CHECK = 1
export CORE_UTILIZATION = 40
</file>
<file path="flow/constraint.sdc">
current_design cam_word

set clk_period 1.6
set clk_io_pct 0.2

create_clock -name clk0 -period $clk_period [get_ports {clk}]

set non_clock_inputs [all_inputs -no_clocks]
set_input_delay [expr $clk_period * $clk_io_pct] -clock clk0 $non_clock_inputs
set_output_delay [expr $clk_period * $clk_io_pct] -clock clk0 [all_outputs]
</file>
<file path="flow/design.v">
module cam_word(
clk,
reset,
read,
dec_read_index,
write,
dec_write_index,
write_data,
search,
search_data,
search_results,
read_results,
read_value
); 
input clk;
input reset;
input read;
input dec_read_index;
input write;
input dec_write_index;
input [31:0] write_data;
input search;
input [31:0] search_data;
output search_results;
output read_results;
output [31:0] read_value;
logic [31:0] data_i;
logic [31:0] data_o;
logic valid_i;
logic valid_o;
logic search_results_logic;
logic read_results_logic;
logic [31:0] data_i_logic;
logic valid_i_logic; 
FF #(.WIDTH(32)) data_ff (clk, data_i, data_o);
FF valid_ff (clk, valid_i, valid_o);
assign read_value = data_o;
assign read_results = read_results_logic;
assign search_results = search_results_logic;
assign data_i = data_i_logic;
assign valid_i = valid_i_logic;
always_comb begin
	if (search == 1'b1 && search_data == data_o) begin
		search_results_logic = 1'b1;
	end else begin
		search_results_logic = 1'b0;
	end
	if (read && dec_read_index && valid_o) begin
		read_results_logic = 1'b1;
	end else begin
		read_results_logic = 1'b0;
	end
	if (reset == 1'b1) begin
		valid_i_logic = 1'b0;
		data_i_logic = 32'd0;
	end else if(dec_write_index == 1'b1 && write) begin
		data_i_logic = write_data;
		valid_i_logic = 1'b1;
	end else begin
		data_i_logic = data_o;
                valid_i_logic = valid_o;
	end	
end
endmodule
module FF #(parameter WIDTH = 1) 
( 
 input clk, 
 input [WIDTH - 1 : 0] data_i, 
 output [WIDTH - 1 : 0] data_o 
); 
 reg [WIDTH - 1: 0] data; 
 always_ff @(posedge clk) begin 
 data <= data_i; 
 end 
 assign data_o = data; 
endmodule
</file>
<file path="flow/run.sh">
#!/bin/bash
# OpenROAD 26Q1-2900-gdf79404cd8, Yosys 0.63+post, stock flow scripts
make -C /OpenROAD-flow-scripts/flow DESIGN_CONFIG=/design/flow/config.mk WORK_HOME=/design/flow/orfs finish
</file>
==> CHANGELOG.md <==
## Implementation

* Largest stage delay, worst path at 420 ps
* Yosys cell types at 16
* Remaining Overflow, GRT at 0
* Clk latency late pin at 280 ps
* Post-synthesis instance total at 189
* Worst EP arrival at 1600 ps
* Final Max Tran Viols at 0
* Root Driver: clkbuf_8
* Wire per inst at 12.45 um
* Post-CTS Setup Repair Bufs at 0
* Reg clk slew, reported paths at 60 ps
* Pin count of the biggest net entering global routing at 21
* H-tree depth at 2
* Via-per-instance ratio at 4.700
* Initial antenna violation count at 0
* Synthesis-to-layout area growth at 99.75%
* Violated checks: negative setup slack
* Cell Area, Placed at 2824 um2
* TNS Setup at -319.3 ps
* Final wirelength at 4.644 mm
* DIE WIDTH at 62.99 um
* Category of the worst setup path capture point: output port
* Input/output buffers at 104
* HPWL Detailed at 3.400 mm
* CP top delay family: simple AND/OR/NAND/NOR gates
* Pre-Repair DR Iteration Count at 4
* Chip Height at 62.99 um
* Die footprint at 3967 um2
* Status: finished with violations
* Relative slew slack at 81.20%
* RSZ-0062 raised after global routing: yes
* Required time of the critical path at 1280 ps
* Worst-case clock buffer depth at 2
* Antenna Nets Post-Route at 0
* Max Clock Freq at 0.5210 GHz
* Final setup fails at 1
* First-pass GRT wire length at 7.410 mm
* Iter 0 DRT Violations at 78
* Critical path class: in2out
* Layout cell share with drive strength beyond 1 at 17.43%
* Worst min path class: reg2reg
* Cell Area, Synth at 1488 um2
* Placer congestion estimate at 0.8099
* Antenna fix cells at 0
* Nature of the critical path startpoint: primary input
* FP Util at 43.22%
* Final core occ at 86.33%
* Clock skew at 0 ps
* Endpoints failing hold at 0
* Worst slew pin tran at 279.7 ps
* Power per cell area at 666.2 nW/um2
* CTS tree: built
* MaxCap Viol Count at 0
* Number of global-route vias before repair at 1601
* Hold buffer count at cts at 0
* Maximum VDD drop at 0.6639 mV
* Yosys synthesis chip area at 1488 um2
* Yosys Instances at 189
* Leakage at 0.001315 uW
* Final worst slack at -319.3 ps
* DRC Markers at 0
* Fin area at 2972 um2
* WP buf/inv at 2
* Num CTS Buffers at 5
* Final period utilization at 120.0%
* Average cell area after synthesis at 7.871 um2
* Row count at 21
* Ys flops at 33
* Crit path cell chain: clkdlybuf4s50_1, xor2_1, nor4_2, nand4_1, nor3_2, buf_2
* Final Critical Period at 1919 ps
* CTS sink cnt at 33
* CP Max Fanout at 1
* I/O pin cnt at 105
* Pwr Total at 1980 uW
* Core area at 3442 um2
* Seq/Total Area, Yosys at 44.41%
* Yosys warnings at 3
* Via count at 1753
* Total track usage at 24.36%
* Slowest stage cell, crit path: clkdlybuf4s50_1
* Worst hold margin at 470.7 ps
* Tool warnings at 28
==> per-stage QoR <==
stage | instances | worst slack, ps
2_1_floorplan | 189 | 310.3
3_3_place_gp | 366 | -840.3
3_5_place_dp | 366 | -851.6
4_1_cts | 373 | -334.0
5_1_grt | 373 | -352.0
6_report | 373 | -319.3
==> power by group <==
| group | switching, uW | total [uW] | internal [uW] |
|---|---|---|---|
| clock | 283 | 624 | 341 |
| sequential | 25.8 | 887 | 861 |
| combinational | 157 | 468 | 312 |
==> final timing paths <==
path	to	depth (start not counted)	start	slack [ps]
setup / recovery	search_results	6	search_data[13]	-320
hold reg to reg	valid_ff.data	2	valid_ff.data	470
hold / removal	valid_ff.data	2	valid_ff.data	470
setup reg to reg	data_ff.data[5]	3	data_ff.data[5]	850
==> worst reg2reg max path: stages (launching register included) <==
cell,delay (ps)
dfxtp_1,350
buf_4,120
nand2_1,40
a21oi_1,160
==> state kept, by name (all words and copies together) (netlist names) <==
name and flops:
valid_ff.data 1, data_ff.data 32
==> synth_stat cells <==
master	number	area share (%)
nand2_1	65	16
a21oi_1	32	11
and2_1	1	0.42
nand4_1	1	0.42
and3_1	1	0.42
nor3_2	1	0.67
buf_2	5	1.7
nor3_1	1	0.34
nor4_1	7	2.9
buf_1	2	0.50
xnor2_1	1	0.59
nand3_1	2	0.67
xor2_1	31	18
nor2_1	2	0.50
clkbuf_1	4	1.0
dfxtp_1	33	44
==> repair_timing <==
| action | in CTS | in global routing |
|---|---|---|
| gates resized | 15 | 13 |
| setup endpoints to repair | 2 | 2 |
| pin swaps | 7 | 8 |
| gates cloned | 0 | 0 |
==> layout by cell type, fill, tap and decap left out, types with 3 or more instances in the layout <==
master,n
clkdlybuf4s50_1,89
dfxtp_1,30
dfxtp_2,3
xor2_1,30
nand2_1,65
a21oi_1,32
dlygate4sd2_1,6
dlymetal6s2s_1,8
clkbuf_8,6
nor4_2,6
buf_4,38
==> layer usage <==
metal / vias to the layer above / GRT usage, % / share of wire (%)
met2: 56 / 37.63 / 47
met1: 800 / 35.72 / 45
li1: 891 / - / -
met4: 0 / 2.035 / 0.86
met5: - / 0 / 0
met3: 6 / 7.407 / 7.5
==> area by class of cell <==
class	instances	area (um2)
Timing Repair Buffer	142	1334
Multi-Input combinational cell	145	829.5
Sequential cell	33	664.4
Fill cell	195	470.5
Clock buffer	7	86.33
Tap cell	46	57.56
==> cell families after synthesis <==
family                 count (synthesis)  share of synthesized area, %
buffers and inverters                 11                         3.196
AND/OR/NAND/NOR                       81                         22.79
AND-OR/OR-AND                         32                         10.77
XOR/XNOR                              32                         18.84
flip-flops                            33                         44.41
No activity file was given, so power comes from the tool's default toggle rates.
